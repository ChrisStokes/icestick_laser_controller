`design/flow/config.mk`:
```
export PLATFORM = sky130hd
export DESIGN_NAME = pewpew
export DESIGN_NICKNAME = pewpew
export VERILOG_FILES = /design/flow/design.v
export SDC_FILE = /design/flow/constraint.sdc
export NUM_CORES = 4
export LEC_CHECK = 1
export CORE_UTILIZATION = 40
```
`design/flow/constraint.sdc`:
```
current_design pewpew

set clk_period 9.0
set clk_io_pct 0.2

create_clock -name clk0 -period $clk_period [get_ports {clk}]

set non_clock_inputs [all_inputs -no_clocks]
set_input_delay [expr $clk_period * $clk_io_pct] -clock clk0 $non_clock_inputs
set_output_delay [expr $clk_period * $clk_io_pct] -clock clk0 [all_outputs]
```
`design/flow/design.v`:
```
module cmd #(
	parameter KEY = "a"
) (
	input clk,
	input [7:0] in_byte,
	input latch,
	output match
);
	parameter STATE_WAIT = 0;   
	parameter STATE_IGNORE = 1;   
	parameter STATE_PACKET = 2;   
	reg [2:0] state = STATE_WAIT;
	reg match = 0;
	always @(posedge clk) begin
		case (state)
			STATE_WAIT: begin
				match <= 0;
				if (latch) begin
					if (in_byte == KEY) begin
						state <= STATE_PACKET;
						match <= 1;
					end else if ((in_byte == 10) | (in_byte == 13)) begin
						state <= STATE_WAIT;
					end else begin
						state <= STATE_IGNORE;
					end
				end else begin
					state <= STATE_WAIT;
				end
			end
			STATE_IGNORE: begin
				match <= 0;
				if (latch & ((in_byte == 10) | (in_byte == 13))) begin
					state <= STATE_WAIT;
				end else begin
					state <= STATE_IGNORE;
				end
			end
			STATE_PACKET: begin
				if (latch & ((in_byte == 10) | (in_byte == 13))) begin
					state <= STATE_WAIT;
				end else begin
					state <= STATE_PACKET;
				end
			end
		endcase
	end
endmodule
module cmd_val #(
	parameter KEY = "a",
	parameter VAL_BITS = 8
) (
	input clk,
	input [7:0] in_byte,
	input latch,
	output match,
	output [VAL_BITS-1:0] value
);
	parameter STATE_WAIT = 0;   
	parameter STATE_IGNORE = 1;   
	parameter STATE_PACKET = 2;   
	reg [2:0] state = STATE_WAIT;
	always @(posedge clk) begin
		case (state)
			STATE_WAIT: begin
				match <= 0;
				if (latch) begin
					if (in_byte == KEY) begin
						state <= STATE_PACKET;
						value <= 0;
					end else if ((in_byte == 10) | (in_byte == 13)) begin
						state <= STATE_WAIT;
					end else begin
						state <= STATE_IGNORE;
					end
				end else begin
					state <= STATE_WAIT;
				end
			end
			STATE_IGNORE: begin
				match <= 0;
				if (latch & ((in_byte == 10) | (in_byte == 13))) begin
					state <= STATE_WAIT;
				end else begin
					state <= STATE_IGNORE;
				end
			end
			STATE_PACKET: begin
				if (latch) begin
					case (in_byte)
						10, 13: begin
							state <= STATE_WAIT;
							match <= 1;
						end
						"0","1","2","3","4",   
						"5","6","7","8","9": begin
							state = STATE_PACKET;
							value = (
								(value << 3) + (value << 1) +
								(in_byte - 48)
							);
						end
						default: state = STATE_PACKET;
					endcase
				end else begin
					state <= STATE_PACKET;
				end
			end
		endcase
	end
endmodule
module pewpew (
	input clk,
	input RX,
	output TST1,
	output TST2,
	output TST3,
	output TST4,
	output TST5,
	output LED1,
	output LED2,
	output LED3,
	output LED4,
	output LED5
);
	parameter integer BAUD_RATE = 9600;
	parameter integer CLOCK_FREQ_HZ = 12000000;
	localparam integer PERIOD = CLOCK_FREQ_HZ / BAUD_RATE;
	reg [7:0] uart_rx_byte;
	reg uart_rx_latch;
	uart_rx #(
		.HALF_PERIOD(PERIOD / 2)
	) uart_rx1 (
		.clk(clk),
		.RX(RX),
		.debug_led(LED5),
		.read_byte(uart_rx_byte),
		.latch(uart_rx_latch)
	);
	localparam integer N_BITS = 20;
	reg reset = 1;   
	assign LED1 = ~reset;
	assign LED2 = ~RX;
	reg [N_BITS-1:0] repeat_period = 800000;   
	reg [N_BITS-1:0] pulse_length = 120;
	reg [N_BITS-1:0] warm_up_time = 1680;
	reg [N_BITS-1:0] delay = 1200;   
	reg [N_BITS-1:0] pre_exposure = 120;
	reg [N_BITS-1:0] exposure_time = 360;  
	wire cmd_enable_match;
	cmd #(
		.KEY("E")
	) cmd_enable (
		.clk(clk),
		.in_byte(uart_rx_byte),
		.latch(uart_rx_latch),
		.match(cmd_enable_match)
	);
	wire cmd_disable_match;
	cmd #(
		.KEY("D")
	) cmd_disable (
		.clk(clk),
		.in_byte(uart_rx_byte),
		.latch(uart_rx_latch),
		.match(cmd_disable_match)
	);
	wire cmd_reset_match;
	cmd #(
		.KEY("R")
	) cmd_reset (
		.clk(clk),
		.in_byte(uart_rx_byte),
		.latch(uart_rx_latch),
		.match(cmd_reset_match)
	);
	wire cmd_val_repeat_period_match;
	wire [N_BITS-1:0] cmd_val_repeat_period_value;
	cmd_val #(
		.KEY("p"),
		.VAL_BITS(N_BITS)
	) cmd_val_repeat_period (
		.clk(clk),
		.in_byte(uart_rx_byte),
		.latch(uart_rx_latch),
		.match(cmd_val_repeat_period_match),
		.value(cmd_val_repeat_period_value)
	);
	wire cmd_val_delay_match;
	wire [N_BITS-1:0] cmd_val_delay_value;
	cmd_val #(
		.KEY("d"),
		.VAL_BITS(N_BITS)
	) cmd_val_delay (
		.clk(clk),
		.in_byte(uart_rx_byte),
		.latch(uart_rx_latch),
		.match(cmd_val_delay_match),
		.value(cmd_val_delay_value)
	);
	wire cmd_val_exposure_match;
	wire [N_BITS-1:0] cmd_val_exposure_value;
	cmd_val #(
		.KEY("e"),
		.VAL_BITS(N_BITS)
	) cmd_val_exposure (
		.clk(clk),
		.in_byte(uart_rx_byte),
		.latch(uart_rx_latch),
		.match(cmd_val_exposure_match),
		.value(cmd_val_exposure_value)
	);
	always @(posedge clk) begin
		if (cmd_enable_match) begin
			reset <= 0;
		end else if (cmd_disable_match) begin
			reset <= 1;
		end else if (cmd_reset_match) begin
			reset <= ~reset;
		end
		if (cmd_val_repeat_period_match) repeat_period <= cmd_val_repeat_period_value;
		if (cmd_val_delay_match) delay <= cmd_val_delay_value;
		if (cmd_val_exposure_match) exposure_time <= cmd_val_exposure_value;
	end
	pulser #(
		.N_BITS(N_BITS)
	) pulser_1 (
		.clk(clk),
		.reset(reset),
		.repeat_period(repeat_period),
		.pulse_length(pulse_length),
		.warm_up_time(warm_up_time),
		.delay(delay),
		.pre_exposure(pre_exposure),
		.exposure_time(exposure_time),
		.warm_up_a(TST1),
		.warm_up_b(TST2),
		.trigger_a(TST3),
		.trigger_b(TST4),
		.camera(TST5)
	);
endmodule
module pulser #(
	parameter N_BITS = 20
) (
	input clk,
	input reset,
	input [N_BITS-1:0] repeat_period,
	input [N_BITS-1:0] pulse_length,
	input [N_BITS-1:0] warm_up_time,
	input [N_BITS-1:0] delay,
	input [N_BITS-1:0] pre_exposure,
	input [N_BITS-1:0] exposure_time,
	output warm_up_a,
	output warm_up_b,
	output trigger_a,
	output trigger_b,
	output camera
);
	reg [N_BITS-1:0] count = 0;
	always @(posedge clk, posedge reset) begin
		if (reset) begin
			count <= 0;
		end else if (count >= repeat_period) begin
			count <= 0;
		end else begin
			count <= count + 1;
		end
	end
	assign warm_up_a = ~reset & (count > 0) & (count <= pulse_length);
	assign warm_up_b = ~reset & (
		(count > delay) &
		(count <= (delay + pulse_length)));
	assign trigger_a = ~reset & (
		(count > warm_up_time) &
		(count <= (warm_up_time + pulse_length)));
	assign trigger_b = ~reset & (
		(count > (warm_up_time + delay)) &
		(count <= (warm_up_time + delay + pulse_length)));
	assign camera = ~reset & (
		(
			(count > (warm_up_time - pre_exposure)) &
			(count <= (warm_up_time - pre_exposure + exposure_time))) |
		(
			(count > (warm_up_time - pre_exposure + delay)) &
			(count <= (warm_up_time - pre_exposure + delay + exposure_time))));
endmodule
module uart_rx #(
	parameter integer HALF_PERIOD = 5
) (
	input  clk,
	input  RX,
	input  debug_led,
	output reg [7:0] read_byte,
	output reg latch
);
	reg [7:0] buffer;
	reg [$clog2(3*HALF_PERIOD):0] cycle_cnt = 0;
	reg [3:0] bit_cnt = 0;
	reg recv = 0;
	initial begin
		read_byte = 8'hFF;
		latch = 0;
	end
	always @(posedge clk) begin
		if (!recv) begin
			latch <= 0;
			if (!RX) begin
				cycle_cnt <= HALF_PERIOD;
				bit_cnt <= 0;
				recv <= 1;
			end
		end else begin
			if (cycle_cnt == 2*HALF_PERIOD) begin
				cycle_cnt <= 0;
				bit_cnt <= bit_cnt + 1;
				if (bit_cnt == 1) begin
					latch <= 0;
				end
				if (bit_cnt > 8) begin
					read_byte <= buffer;
					latch <= 1;
					recv <= 0;
				end else begin
					buffer <= {RX, buffer[7:1]};
				end
			end else begin
				cycle_cnt <= cycle_cnt + 1;
			end
		end
	end
	assign debug_led = latch;
endmodule
```
`design/flow/run.sh`:
```
#!/bin/bash
# OpenROAD 26Q1-2900-gdf79404cd8, Yosys 0.63+post, stock flow scripts
make -C /OpenROAD-flow-scripts/flow DESIGN_CONFIG=/design/flow/config.mk WORK_HOME=/design/flow/orfs finish
```
==> impl_metrics.json <==
{
  "status": "finished clean",
  "yosys_area_um2": 17400,
  "worst_ir_drop_vdd_mv": 0.159,
  "holdWs_ns": 0.425,
  "yosys_warnings": 26,
  "grt_pass1_vias": 12700,
  "cts_inserted_buffers": 17,
  "min_period_ns": 7.37,
  "cp_data_required_time_ns": 7.20,
  "powerDensity_nw_per_um2": 104,
  "tritoncts": "yes",
  "tool_warnings": 55,
  "cts_max_level": 4,
  "relSlewSlack": 0.432,
  "die_w_um": 211,
  "numPortBuffers": 9,
  "edf_count": 170,
  "cts_setup_buffers": 0,
  "core_um2": 43100,
  "syn_area_per_cell_um2": 9.82,
  "end_kind": "primary output",
  "synth_cell_types": 77,
  "skew_ns": 0.0115,
  "grt_pass1_wl_um": 66500,
  "viasPerCell": 5.41,
  "wl_um": 39800,
  "hold_buffers": 0,
  "nFillCells": 4023,
  "grtUsageMet2": 0.300,
  "stdcell_area_um2": 18800,
  "reg2regPathDepth": 10,
  "ys_seq_share": 0.325,
  "setup_violations": 0,
  "insertion_delay_ns": 0.46,
  "slew_viol_final": 0,
  "cts.sinks": 193,
  "cts_resized": 0,
  "final_common_cell": "ha_1",
  "power_leakage_nw": 8.15,
  "path_class": "flip-flop to primary output",
  "holdPathStages": 1,
  "synth_area_um2": 17400,
  "areaGrowthSynthToFinish_pct": 7.97,
  "fin_tns_setup_ns": 0,
  "finalPower_mw": 1.96,
  "layout_top_cells": "ha_1 (261), edfxtp_1 (170), inv_1 (148)",
  "wl_per_cell_um": 16.7,
  "overflow": 0,
  "rows": 76,
  "start_kind": "flip-flop",
  "via_count": 12900,
  "finalHoldViolCount": 0,
  "antenna_found_initial": 0,
  "slowest_delay_ns": 0.57,
  "clock_path_buffers": 2,
  "area_leaders": "edfxtp_1 (29%), ha_1 (19%), fa_1 (6.0%), xnor2_1 (5.2%), inv_1 (3.2%)",
  "cts.reportedPaths.clkPinSlew_ns": 0.07,
  "synth_top_flop_cell": "edfxtp_1",
  "max_cap_viol_count": 0,
  "synth_top_area_share": 0.293,
  "crit_fanout": 11,
  "drc_errors": 0,
  "met1_usage": 0.304,
  "drt_iter0_markers": 680,
  "cp_slowest_cell": "edfxtp_1",
  "n_antenna_cell": 0,
  "syn_inst": 1775,
  "min_period_over_period": 0.819,
  "yosys.area.top_type": "edfxtp_1",
  "grt_max_degree": 37,
  "ys_cells": 1775,
  "dieHeight_um": 211,
  "fmax_mhz": 136,
  "track_usage": 0.196,
  "io_pins": 12,
  "synthArstFlopShare": 0.104,
  "arrival_ns": 5.57,
  "fp_util": 0.405,
  "worst_pin_slew_ns": 0.852,
  "top_usage_layer": "met1",
  "synth_flops": 193,
  "chipArea_um2": 44400,
  "root_buffer": "clkbuf_16",
  "dp_hpwl_um": 31200,
  "path_cells": "ha_1, a21oi_1, nor2_1, a31oi_1, and2_1, or2_2, ha_1, a211oi_1, nand2_1, a311o_1, a31oi_1, o21ai_0, xnor2_1, ha_1, a21oi_1, o21ai_0, a21oi_1, nand2_1, o21ai_0, a32o_1, clkdlybuf4s50_1",
  "dr.pass1.iters": 6,
  "drive_gt1_frac": 0.0418,
  "postPlaceCellArea_um2": 18300,
  "gp_congestion": 0.952,
  "hold_class": "flip-flop to flip-flop",
  "final_antenna_net_count": 0,
  "rsz0062_at_grt": "no",
  "fin_util": 0.437,
  "grtUsageMet3": 0.0348
}
[state kept, by name (all words and copies together) (netlist names), 2 cells and up]
name and cells:
delay 20, cmd_enable.state 2, exposure_time 20, uart_rx1.read_byte 8
cmd_val_exposure.state 2, cmd_val_repeat_period.state 2, pulser_1.count 20, cmd_val_exposure.value 20
uart_rx1.buffer 8, uart_rx1.bit_cnt 4, cmd_val_delay.value 20, cmd_reset.state 2
cmd_disable.state 2, cmd_val_repeat_period.value 20, cmd_val_delay.state 2, repeat_period 20
uart_rx1.cycle_cnt 12
[per-stage QoR]
step	instances	setup slack [ns]
2_1_floorplan	1776	1.86
3_3_place_gp	2348	2.25
3_5_place_dp	2348	2.17
4_1_cts	2380	1.63
5_1_grt	2380	1.08
6_report	2380	1.63
[worst max-delay path, delay by kind of cell, from the launching register on]
| family | cells | cell delay, ns |
|---|---|---|
| AND/OR/NAND/NOR | 5 | 0.88 |
| XOR/XNOR | 1 | 0.15 |
| buffers and inverters | 1 | 0.46 |
| flip-flops | 1 | 0.57 |
| AND-OR/OR-AND | 11 | 2.04 |
| adder cells (fa/ha/maj) | 3 | 1.02 |
[cell usage after synthesis (6+ instances only)]
library cell  count
ha_1            261
edfxtp_1        170
inv_1           148
nor2_1          110
nand2_1         104
a21oi_1         103
xnor2_1         103
o21ai_0          81
nand3_1          61
a21o_1           58
xor2_1           57
fa_1             52
and2_1           47
clkbuf_1         36
nand4_1          35
nor3_1           30
nor4_1           28
a211oi_1         22
dfrtp_1          20
and3_1           19
nand2b_1         17
nor2b_1          16
a31oi_1          15
and4_1           15
o211ai_1         12
nor3b_1           9
o31ai_1           9
a2111oi_0         8
o21a_1            8
or2_2             8
or3_1             8
a21boi_0          6
o21bai_1          6
[cell families (layout without fill, tap and decap cells)]
| logic type | Yosys count | in the layout | share of synthesized area |
|---|---|---|---|
| flip-flops | 193 | 193 | 0.325 |
| multiplexers | 3 | 3 | 0.00179 |
| AND-OR/OR-AND | 375 | 375 | 0.139 |
| XOR/XNOR | 160 | 160 | 0.0804 |
| buffers and inverters | 195 | 214 | 0.0432 |
| adder cells (fa/ha/maj) | 313 | 313 | 0.247 |
| AND/OR/NAND/NOR | 535 | 535 | 0.163 |
| other | 1 | 2 | 0.000215 |
[metal layers]
metal  routed length (µm)  vias to the layer above  share of wire
met3                 1930                       62          0.048
met4                  849                        0          0.021
li1                     -                     6506              -
met5                    0                        -              0
met2                17800                      301           0.45
met1                19200                     6005           0.48
[report_power, final]
group	internal (mW)	leakage, nW	total, mW	switching [mW]
Clock	0.384	0.274	0.738	0.355
Sequential	1.00	1.90	1.06	0.0568
Combinational	0.0717	5.97	0.161	0.0897
Total	1.46	8.15	1.96	0.501
[final timing paths]
kind                                                                 endpoint  slack [ns]                       startpoint
worst min-delay path                                       reset$_SDFFE_PP0P_        0.43   cmd_enable.match$_SDFFCE_PP0P_
worst min register to register                             reset$_SDFFE_PP0P_        0.43   cmd_enable.match$_SDFFCE_PP0P_
max in group asynchronous                        pulser_1.count[17]$_DFF_PP0_        8.23               reset$_SDFFE_PP0P_
min in group asynchronous                         pulser_1.count[4]$_DFF_PP0_        0.55               reset$_SDFFE_PP0P_
worst max register to register  cmd_val_repeat_period.value[19]$_SDFFCE_PN0P_        4.50  uart_rx1.read_byte[4]$_DFFE_PP_
worst max-delay path                                                     TST5        1.63               delay[5]$_DFFE_PP_
[layout make-up]
cell class              instances  area, µm²  share of cell area
clock buffers                  17        425              0.0226
clock inverters                15        134             0.00711
inverters                     150        563              0.0299
multi-input cells            1388      11000               0.587
flip-flops and latches        193       5670               0.301
well taps                     585        732              0.0389
repair buffers                 32        263              0.0140
Power is estimated from default activity; no workload was simulated.
