File: flow/run.sh
#!/bin/bash
# OpenROAD 26Q1-2900-gdf79404cd8, Yosys 0.63+post, stock flow scripts
make -C /OpenROAD-flow-scripts/flow DESIGN_CONFIG=/design/flow/config.mk WORK_HOME=/design/flow/orfs finish
File: flow/config.mk
export PLATFORM = sky130hd
export DESIGN_NAME = top
export DESIGN_NICKNAME = top
export VERILOG_FILES = /design/flow/design.v
export SDC_FILE = /design/flow/constraint.sdc
export NUM_CORES = 4
export LEC_CHECK = 1
export CORE_UTILIZATION = 50
File: flow/constraint.sdc
current_design top

set clk_period 4.3
set clk_io_pct 0.2

create_clock -name clk0 -period $clk_period [get_ports {clk}]

set non_clock_inputs [all_inputs -no_clocks]
set_input_delay [expr $clk_period * $clk_io_pct] -clock clk0 $non_clock_inputs
set_output_delay [expr $clk_period * $clk_io_pct] -clock clk0 [all_outputs]
File: flow/design.v
module top #(
	parameter REPEAT_HZ = 16,
) (
	input  clk,
	input  RX,
	output TX,
	output LED1,
	output TST1,
	output TST2,
	output TST3,
	output TST4,
	output TST5,
);
	parameter integer BAUD_RATE = 9600;
	parameter integer CLOCK_FREQ_HZ = 12000000;
	localparam integer PERIOD = CLOCK_FREQ_HZ / BAUD_RATE;
	parameter integer REPEAT_PERIOD = 800000;
	parameter integer BITS = 21;
	wire reset;
	wire gated_clk;
	wire [BITS-1:0] count;
	rs232_recv #(
		.HALF_PERIOD(PERIOD / 2)
	) recv (
		.clk  (clk ),
		.RX   (RX  ),
		.reset (reset),
	);
	assign gated_clk = clk & ~reset;
	assign LED1 = ~reset;
	Counter #(
		.BITS(BITS),
		.RESET_VALUE(REPEAT_PERIOD)
	) counter (
		.clk (gated_clk),
		.reset (reset),
		.count (count),
	);
	assign TST1 = ~reset & (count > 0) & (count <= 120);   
	assign TST2 = ~reset & (count > 1680) & (count <= 1800);   
	assign TST3 = ~reset & (count > 1200) & (count <= 1320);   
	assign TST4 = ~reset & (count > 2880) & (count <= 3000);   
	assign TST5 = ~reset & (
		((count > 1560) & (count <= 1920)) |
		((count > 2780) & (count <= 3140)));
endmodule
module Counter #(
	parameter BITS = 24,
	parameter RESET_VALUE = 12000000,
) (
	input clk,
	input reset,
	output [BITS-1:0] count,
);
	always @(posedge clk, posedge reset) begin
		if (reset) begin
			count <= 0;
		end else if (count >= RESET_VALUE) begin
			count <= 0;
		end else begin
			count <= count + 1;
		end
	end
endmodule
module rs232_recv #(
	parameter integer HALF_PERIOD = 5
) (
	input  clk,
	input  RX,
	output reg reset,
);
	reg [7:0] buffer;
	reg buffer_valid;
	reg [$clog2(3*HALF_PERIOD):0] cycle_cnt;
	reg [3:0] bit_cnt = 0;
	reg recv = 0;
	always @(posedge clk) begin
		buffer_valid <= 0;
		if (!recv) begin   
			if (!RX) begin   
				cycle_cnt <= HALF_PERIOD;
				bit_cnt <= 0;
				recv <= 1;
			end
		end else begin
			if (cycle_cnt == 2*HALF_PERIOD) begin   
				cycle_cnt <= 0;
				bit_cnt <= bit_cnt + 1;
				if (bit_cnt == 9) begin   
					buffer_valid <= 1;
					recv <= 0;   
				end else begin
					buffer <= {RX, buffer[7:1]};
				end
			end else begin
				cycle_cnt <= cycle_cnt + 1;
			end
		end
	end
	always @(posedge clk) begin
		if (buffer_valid) begin
			if (buffer == "1") reset <= 1'b1;
			else reset <= 1'b0;
		end
	end
endmodule
==> results.sh <==
# yosys + openroad results
export IMPL_topCellsByArea="edfxtp_1 27%, dfrtp_1 19%, xnor2_1 4.7%, nor3_1 4.1%, nand2_1 3.1%"
export IMPL_clkLatencyLatePin_ns=0.62
export IMPL_vias_per_cell=5.95
export IMPL_path_delay_family="simple AND/OR/NAND/NOR gates"
export IMPL_die_x_um=76.6
export IMPL_wl_met1_um=2650
export IMPL_synthToLayoutAreaGrowth_pct=10.3
export IMPL_synth_area_leader_cell="edfxtp_1"
export IMPL_powerDensity_mw_per_mm2=240
export IMPL_power_leakage_nw=1.15
export IMPL_core_mm2=0.00524
export IMPL_tritoncts="built"
export IMPL_insertedDiodeCount=0
export IMPL_switching_share=0.196
export IMPL_ys_flop_type="edfxtp_1"
export IMPL_hold_class="reg2gate"
export IMPL_arrival_ns=2.88
export IMPL_status="completed"
export IMPL_yosysWarningCount=6
export IMPL_synth_top_area_share=0.270
export IMPL_io_buffers=7
export IMPL_worst_setup_path_end_kind="output pin"
export IMPL_grt_usage=0.214
export IMPL_drv_cap=0
export IMPL_cp_start_kind="flip-flop"
export IMPL_drive_gt1_frac=0.0673
export IMPL_num_rows=26
export IMPL_regToRegEndpoint="recv.buffer[2]"
export IMPL_place_congestion=0.885
export IMPL_floorplan_initialDensity=0.531
export IMPL_wl_met2_um=2610
export IMPL_cp_slowest_cell="dfrtp_1"
export IMPL_timing_reg2reg_setup_slack_ns=2.16
export IMPL_dr_pass1_iters=4
export IMPL_postRouteWirelength_um=5540
export IMPL_async_reset_ff_frac=0.438
export IMPL_internal_power_mw=0.592
export IMPL_grt_pass1_vias=2095
export IMPL_die_h_um=76.6
export IMPL_top_level_ports=9
export IMPL_p_sw_mw=0.145
export IMPL_vias=2184
export IMPL_ys_ff=48
export IMPL_rr_startpoint="recv.cycle_cnt[0]"
export IMPL_finalCriticalPeriod_ns=3.74
export IMPL_pwr_share_clk=0.443
export IMPL_worstMarginPinSlew_ns=0.732
export IMPL_post_cts_buffers=0
export IMPL_avgSynthCellArea_um2=9.60
export IMPL_route_met3_wl_um=193
export IMPL_warnings=28
export IMPL_worstRegToRegCells=6
export IMPL_grt_setup_unrepaired="false"
export IMPL_relSlewSlack=0.512
export IMPL_fin_setup_tns_ns=0
export IMPL_cp_slowest_stage_delay_ns=0.65
export IMPL_crit_fanout=22
export IMPL_yosysUniqueCellTypes=49
export IMPL_overflow=0
export IMPL_finalHoldViolations=0
export IMPL_slew_violations=0
export IMPL_edf_count=25
export IMPL_crit_chain="or4_1 -> nor4_1 -> o221ai_1 -> o22ai_1 -> clkdlybuf4s50_1"
export IMPL_path_class="reg2out"
export IMPL_pwr_share_seq=0.532
export IMPL_place_hpwl_um=3720
export IMPL_ys_cells=290
export IMPL_grt_pass1_wl_um=9640
export IMPL_drc_errors=0
export IMPL_synth_seq_share=0.473
export IMPL_clock_fmax_mhz=268
export IMPL_vdd_ir_drop_max_mv=0.271
export IMPL_hold_start="recv.reset"
export IMPL_drtAntennaViolNets=0
export IMPL_finalClockPeriodUsage=0.869
export IMPL_p_total_mw=0.737
export IMPL_final_setup_worst_slack_ns=0.564
export IMPL_finalClockSkew_ns=0.0448
export IMPL_drt_first_iter_violations=96
export IMPL_grt_max_degree=24
export IMPL_crit_required_ns=3.44
export IMPL_setup_viol=0
export IMPL_path_buffers=1
export IMPL_wl_per_cell_um=15.1
export IMPL_synth_cells=290
export IMPL_antenna_found_initial=0
export IMPL_routed_top_layer="met4"
export IMPL_die_area_mm2=0.00587
export IMPL_power_frac_comb=0.025
export IMPL_syn_area_mm2=0.00278
export IMPL_hold_depth=3
export IMPL_post_place_ws_ns=1.23
export IMPL_yosysChipArea_mm2=0.00278
export IMPL_clk_pin_slew_ns=0.09
final cells by class:
class	count	area, um^2
clock inverters	1	5.00
fillers	458	2170
multi-input cells	216	1360
flip-flops and latches	48	1320
inverters	8	30.0
clock buffers	12	155
repair buffers	12	115
well taps	70	87.6
placed cells by master, fill, tap and decap left out, types with 2 or more instances in the layout:
cell and n:
inv_1 8, nor2_1 19, and3_1 7, nand2_1 23, xnor2_1 15, o31ai_1 2
dfrtp_1 21, nand3_1 12, and2_1 4, a31oi_1 4, o21ai_0 9, nor2b_1 7
o21a_1 2, nand4_1 8, nor4_1 10, o211ai_1 2, and4b_1 2, nor3_1 23
dfxtp_1 2, buf_4 2, ha_1 6, or3_1 7, a21oi_1 8, xor2_1 8
and4_1 3, clkdlybuf4s50_1 7, nor3b_1 4, or4_1 4, a21o_1 2, conb_1 2
dlygate4sd3_1 3, a211oi_1 6, edfxtp_1 25, nand3_2 2, nand2b_1 2, clkbuf_8 11
logic make-up after synthesis:
logic type | Yosys count | synth area share
XOR/XNOR | 23 | 0.0724
flip-flops | 48 | 0.473
adder cells (fa/ha/maj) | 6 | 0.0270
AND-OR/OR-AND | 43 | 0.103
other | 1 | 0.00135
buffers and inverters | 27 | 0.0396
AND/OR/NAND/NOR | 142 | 0.284
worst max-delay path by stage:
stage | from | endpoint | slack (ns) | cells past startpoint
finish | counter.count[20] | TST5 | 0.56 | 5
global route | counter.count[20] | TST5 | 0.40 | 5
CTS | counter.count[20] | TST5 | 0.56 | 5
worst min-delay path, cell delays in order (launching register included):
cell and delay [ns]:
edfxtp_1 0.44, dlygate4sd3_1 0.57, dlygate4sd3_1 0.55, dlygate4sd3_1 0.55
metrics by stage:
| stage | instances | area (um^2) | util | hold slack [ns] |
|---|---|---|---|---|
| 2_1_floorplan | 291 | 2790 | - | -1.80 |
| 3_5_place_dp | 351 | 2880 | 0.550 | -1.75 |
| 3_3_place_gp | 351 | 2880 | 0.550 | -1.74 |
| 5_1_grt | 367 | 3070 | 0.586 | 0.373 |
| 6_report | 367 | 3070 | 0.586 | 0.311 |
| 4_1_cts | 367 | 3070 | 0.586 | 0.305 |
metal layers:
metal,up-vias,global-route usage
li1,1088,-
met1,1038,0.335
met2,49,0.329
met3,9,0.0377
met4,0,0.0519
met5,-,0
synth_stat cells, drive strengths merged (3+ instances only):
cell type,instances
nor3,23
inv,8
or3,8
nand3,14
nand2,23
ha,6
nor2,19
and4,3
or4,4
a21oi,8
o21ai,9
xnor2,15
clkbuf,14
xor2,8
and2,4
and3,7
a31oi,4
edfxtp,25
a211oi,6
nor4,10
dfrtp,21
nor2b,7
nand4,8
buf,5
nor3b,4
sequential cells by signal, summed over array words and instances, names as in the netlist:
register and count:
recv.recv 1, recv.buffer 8, recv.cycle_cnt 12, recv.reset 1
counter.count 21, recv.bit_cnt 4, recv.buffer_valid 1
power by group through the flow:
stage | Sequential (mW) | Combinational [mW] | Clock [mW]
4_1_cts | 0.392 | 0.0185 | 0.336
6_report | 0.392 | 0.0187 | 0.326
5_1_grt | 0.393 | 0.0208 | 0.351
timing repair:
item | 4_1_cts | 5_1_grt
hold endpoints to repair | 1 | 0
hold buffers | 3 | 0
resized | 0 | 0
Power is estimated from default activity; no workload was simulated.
