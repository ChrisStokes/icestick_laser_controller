File: design.v
module uart_tx #(
	parameter integer PERIOD = 10   
) (
	input  clk,   
	input write,   
	input [7:0] to_write,   
	output reg writing,   
	output reg latched,   
	output TX
);
	reg [$clog2(PERIOD):0] cycle_cnt = 0;   
	reg [4:0] bit_cnt = 0;   
	reg [7:0] current_byte = 8'hFF;
	reg current_bit = 1'b1;
	reg [7:0] next_byte;
	reg next_ready = 0;
	initial begin
		writing = 0;
		latched = 0;
	end
	always @(posedge clk) begin
		cycle_cnt <= cycle_cnt + 1;   
		if (cycle_cnt == PERIOD-1) begin
			cycle_cnt <= 0;
			bit_cnt <= bit_cnt + 1;
			if (bit_cnt == 10) begin
				bit_cnt <= 0;
				if (next_ready) begin
					current_byte <= next_byte;
					writing <= 1;
				end else begin
					writing <= 0;
				end
				if (write) begin
					next_byte <= to_write;
					next_ready <= 1;
					latched <= 1;
				end else begin
					next_ready <= 0;
				end
			end
			if (bit_cnt == 1) begin
				latched <= 0;
			end
		end
	end
	always @(posedge clk) begin
		current_bit = 'bx;
		case (bit_cnt)
			0: current_bit <= 0;  
			1: current_bit <= current_byte[0];
			2: current_bit <= current_byte[1];
			3: current_bit <= current_byte[2];
			4: current_bit <= current_byte[3];
			5: current_bit <= current_byte[4];
			6: current_bit <= current_byte[5];
			7: current_bit <= current_byte[6];
			8: current_bit <= current_byte[7];
			9: current_bit <= 1;   
			10: current_bit <= 1;  
		endcase
		if (!writing) begin
			current_bit <= 1;
		end
	end
	assign TX = current_bit;
endmodule
File: run.sh
#!/bin/bash
# OpenROAD 26Q1-2900-gdf79404cd8, Yosys 0.63+post, stock flow scripts
make -C /OpenROAD-flow-scripts/flow DESIGN_CONFIG=/design/flow/config.mk WORK_HOME=/design/flow/orfs finish
File: config.mk
export PLATFORM = sky130hd
export DESIGN_NAME = uart_tx
export DESIGN_NICKNAME = uart_tx
export VERILOG_FILES = /design/flow/design.v
export SDC_FILE = /design/flow/constraint.sdc
export NUM_CORES = 4
export LEC_CHECK = 1
export CORE_AREA = 10 10 104 104
export DIE_AREA = 0 0 114 114
File: constraint.sdc
current_design uart_tx

set clk_period 3.1
set clk_io_pct 0.2

create_clock -name clk0 -period $clk_period [get_ports {clk}]

set non_clock_inputs [all_inputs -no_clocks]
set_input_delay [expr $clk_period * $clk_io_pct] -clock clk0 $non_clock_inputs
set_output_delay [expr $clk_period * $clk_io_pct] -clock clk0 [all_outputs]
==> job_summary.md <==
## Implementation flow summary

| Metric | Value |
|---|---|
| Post-synthesis instance total | 80 |
| Startpoint of the most critical setup path | bit_cnt[0] |
| Root buffer cell | clkbuf_8 |
| Area of the placeable core | 8680 um^2 |
| Top-level port count | 13 |
| Met1 wire length | 963 um |
| Crit path kind | register to register |
| Height of the die | 114 um |
| Routed len/inst | 9.04 um |
| Max IR drop VDD | 0.321 mV |
| Yosys top cell by area | edfxtp_1 |
| Critical Path, Cell by Cell | inv_1 > ha_1 > and4bb_2 > and3_1 |
| Placed cell area | 1470 um^2 |
| Estimated wirelength of the detail-placed design | 1420 um |
| Register bit count reported by yosys | 30 |
| X dimension of the die | 114 um |
| Power per cell area | 521 nW/um^2 |
| Global-route wire length before repair | 3080 um |
| Fraction of layout instances using a drive strength above 1 | 14.1% |
| Netlist area before placement | 1220 um^2 |
| Max Clk Rate | 554 MHz |
| YS chip area | 1220 um^2 |
| WHS Path Cells | 0 |
| Worst-path clk slew | 0.06 ns |
| Antenna violations before repair | 0 |
| Overflow left after global routing | 0 |
| Required time worst endpoint | 3.05 ns |
| Number of global-route vias before repair | 645 |
| Dominant logic cell type in the layout | edfxtp_1 |
| Slew at the pin with the worst max-slew slack | 0.366 ns |
| Type of element capturing the critical path | register |
| Number of cells traversed by the worst register-to-register path | 4 |
| Number of cells in Yosys stat | 80 |
| Area of all placed cells without fillers | 1580 um^2 |
| Top metal layer carrying routed signals | met4 |
| Register area | 841 um^2 |
| Number of max-cap violations | 0 |
| Setup repair after global routing missed its margin | no |
| Post-CTS Repair Setup Buffers | 0 |
| Detailed-router iteration count before antenna repair | 3 |
| Count of tool warnings | 29 |
| Antenna Diode Count | 0 |
| Share of the clock period used by the worst path | 58.2% |
| CTS tree | yes |
| Critical Path Max Stage Delay | 0.45 ns |
| Synthesis Warnings | 1 |
| Fin crit period | 1.81 ns |
| Kind of start point of the critical path | register |
| Inserted Clock Buffers | 5 |
| Setup Total Neg Slack | 0 ns |
| CTS H-Tree Depth | 2 |
| Tightest Hold Check Type | register to register |
| Most used cells in the layout excluding fill and tap cells | edfxtp_1 (24), clkdlybuf4s50_1 (12), nor2_1 (9), ha_1 (6), dfxtp_1 (6) |
| Max Clock Skew | 0.00317 ns |
| Via count of the routed design | 642 |
| Worst Min Path Start | next_byte[5] |
| Placement Setup Slack | 1.24 ns |
| Beginning of the worst register-to-register path | bit_cnt[0] |
| Headroom to the max-slew limit | 75.2% |
| Detailed-routed wire length on met3 | 117 um |
| CTS Sinks | 30 |
| Post-synthesis sequential area ratio | 69.1% |
| Post-route setup slack | 1.29 ns |
| Init Core Util | 14.0% |
| All-layer global routing usage | 2.94% |
| Slowest cell on the critical path | edfxtp_1 |
| Final slew viol count | 0 |
| Per-instance average area after synthesis | 15.2 um^2 |
| Maximum number of pins on one net before global-route repair | 12 |
| Final-report setup violation count | 0 |
| Detail-routed via count per cell | 3.10 |
| Post-CTS resize count | 0 |
| Number of cell rows | 34 |
| Leakage | 0.526 nW |
| Growth of design area from synthesis to finish | 29.8% |
| Clk latency late pin | 0.27 ns |
| Starting DRC count in detailed routing | 34 |
| Number of buffers inserted by port buffering | 12 |
| Number of buffers inserted by hold repair at cts | 0 |
| Drt total wl | 1870 um |
| Area leader share | 59.2% |
| Post-synthesis cell type count | 26 |
| Number of DRC violations after detailed routing | 0 |
| Fin Hold WS | 0.419 ns |
| Final GP Congestion | 0.746 |
| Die footprint | 13000 um^2 |
| Number of endpoints with negative hold slack in the final report | 0 |
| Maximum fanout count along the critical path | 8 |
| Met2 Wirelength | 749 um |
| Critical path data arrival time | 1.75 ns |
| Routed Antenna Nets | 0 |
| Run status | finished, final reports clean |
| Final-layout fill cell count | 966 |
| Dominant cells by area after synthesis | edfxtp_1 (59%), dfxtp_1 (9.9%), ha_1 (6.2%) |
| Deepest clock path buffer count | 2 |
| Gate Area | 344 um^2 |
| FF-to-FF setup slack | 1.29 ns |
==> logic make-up (layout without fill, tap and decap cells) <==
family / after synthesis / count (layout) / share of synthesized area [%]
and+or+nand+nor: 25 / 25 / 12.1
muxes: 1 / 1 / 0.925
xor gates and xnor gates: 6 / 6 / 4.32
DFF: 30 / 30 / 69.1
buffers and inverters: 6 / 25 / 2.67
AOI/OAI and AO/OA: 6 / 6 / 4.73
adders and majority gates: 6 / 6 / 6.17
==> routing by layer <==
layer / vias to the layer above / track usage, %
met4: 0 / 0.919
li1: 327 / -
met2: 15 / 3.83
met5: - / 0
met3: 2 / 1.33
met1: 298 / 4.23
==> power by group <==
group          internal, W  switching [W]
clock             0.000239       0.000143
combinational   0.00000980     0.00000172
sequential        0.000430              0
total             0.000679       0.000144
==> worst paths after layout <==
path / end
worst max-delay path: next_byte[1]
worst min-delay path: current_byte[5]
worst max register to register: next_byte[1]
worst min register to register: current_byte[5]
==> cells in the mapped netlist (all sizes together) <==
| cell | instances |
|---|---|
| and4bb | 1 |
| ha | 6 |
| mux2 | 1 |
| a21boi | 1 |
| a221oi | 1 |
| a22oi | 1 |
| buf | 3 |
| or4b | 1 |
| edfxtp | 24 |
| inv | 3 |
| dfxtp | 6 |
| xnor2 | 4 |
| nand4b | 2 |
| nand2 | 1 |
| nand3 | 5 |
| o211a | 1 |
| xor2 | 2 |
| nand2b | 1 |
| and2 | 1 |
| and3 | 2 |
| nor2b | 1 |
| nor4bb | 1 |
| nor2 | 9 |
| o2111ai | 1 |
| a2111o | 1 |
==> cell type report <==
cell class	instances	share of cell area, %
Tap cell	108	8.55
Clock buffer	5	4.35
Clock inverter	3	2.85
Sequential cell	30	53.2
Timing Repair Buffer	14	8.55
Inverter	3	0.713
Multi-Input combinational cell	44	21.8
==> registers in the layout, summed over array words and instances (netlist names) <==
signal and flops:
writing 1, bit_cnt 5, current_bit 1, next_ready 1, cycle_cnt 5, current_byte 8
latched 1, next_byte 8
==> metrics by stage <==
step | utilization, % | cells | total power, W
2_1_floorplan | - | 80 | 0.000439
3_3_place_gp | 16.9 | 199 | 0.000451
3_5_place_dp | 16.9 | 199 | 0.000451
4_1_cts | 18.2 | 207 | 0.000841
5_1_grt | 18.2 | 207 | 0.000861
6_report | 18.2 | 207 | 0.000823
==> critical path, delay by kind of cell (launching register included) <==
kind | cells | cell delay (ns)
and+or+nand+nor | 2 | 0.73
DFF | 1 | 0.45
adders and majority gates | 1 | 0.19
buffers and inverters | 1 | 0.11
Power figures rest on the tool's default switching activity, not on a simulated workload.
